==> design/flow/config.mk <==
export PLATFORM = sky130hd
export DESIGN_NAME = example_3
export DESIGN_NICKNAME = example_3
export VERILOG_FILES = /design/flow/design.v
export SDC_FILE = /design/flow/constraint.sdc
export NUM_CORES = 4
export LEC_CHECK = 1
export CORE_AREA = 10 10 111 111
export DIE_AREA = 0 0 121 121
==> design/flow/constraint.sdc <==
current_design example_3

set clk_period 3.4
set clk_io_pct 0.2

create_clock -name clk0 -period $clk_period [get_ports {i_clk}]

set non_clock_inputs [all_inputs -no_clocks]
set_input_delay [expr $clk_period * $clk_io_pct] -clock clk0 $non_clock_inputs
set_output_delay [expr $clk_period * $clk_io_pct] -clock clk0 [all_outputs]
==> design/flow/design.v <==
module example_3
(
	input i_clk,
	input i_switch_1,
	input i_switch_2,
	input i_switch_3,
	input i_switch_4,
	input i_uart_rx,
	output o_uart_tx,
	output o_segment1_a,
	output o_segment1_b,
	output o_segment1_c,
	output o_segment1_d,
	output o_segment1_e,
	output o_segment1_f,
	output o_segment1_g,
	output o_segment2_a,
	output o_segment2_b,
	output o_segment2_c,
	output o_segment2_d,
	output o_segment2_e,
	output o_segment2_f,
	output o_segment2_g
);
wire [7:0] num;
wire [7:0] seg_1;
wire [7:0] seg_2;
uart_rx uart_inst
(
	.i_clock(i_clk),
	.i_rx_uart(i_uart_rx),
	.o_rx_dv(),
	.o_rx_byte(num)
);
bin_to_7seg inst
(
	.in_byte(num),
	.out_seg1(seg_1),
	.out_seg2(seg_2)
);
assign o_segment1_a = ~seg_2[6];
assign o_segment1_b = ~seg_2[5];
assign o_segment1_c = ~seg_2[4];
assign o_segment1_d = ~seg_2[3];
assign o_segment1_e = ~seg_2[2];
assign o_segment1_f = ~seg_2[1];
assign o_segment1_g = ~seg_2[0];
assign o_segment2_a = ~seg_1[6];
assign o_segment2_b = ~seg_1[5];
assign o_segment2_c = ~seg_1[4];
assign o_segment2_d = ~seg_1[3];
assign o_segment2_e = ~seg_1[2];
assign o_segment2_f = ~seg_1[1];
assign o_segment2_g = ~seg_1[0];
endmodule
module bin_to_7seg
(
	input [7:0] in_byte,
	output reg [7:0] out_seg1,
	output reg [7:0] out_seg2
);
always @(*)
begin
	case(in_byte[3:0])
		4'h0:    out_seg1 = 8'h7E;
		4'h1:    out_seg1 = 8'h30;
		4'h2:    out_seg1 = 8'h6D;
		4'h3:    out_seg1 = 8'h79;
		4'h4:    out_seg1 = 8'h33;
		4'h5:    out_seg1 = 8'h5B;
		4'h6:    out_seg1 = 8'h5F;
		4'h7:    out_seg1 = 8'h70;
		4'h8:    out_seg1 = 8'h7F;
		4'h9:    out_seg1 = 8'h7B;
		4'ha:    out_seg1 = 8'h77;
		4'hb:    out_seg1 = 8'h1F;
		4'hc:    out_seg1 = 8'h4E;
		4'hd:    out_seg1 = 8'h3D;
		4'he:    out_seg1 = 8'h4F;
		4'hf:    out_seg1 = 8'h47;
		default: out_seg1 = 8'h00;
	endcase
	case(in_byte[7:4])
		4'h0:    out_seg2 = 8'h7E;
		4'h1:    out_seg2 = 8'h30;
		4'h2:    out_seg2 = 8'h6D;
		4'h3:    out_seg2 = 8'h79;
		4'h4:    out_seg2 = 8'h33;
		4'h5:    out_seg2 = 8'h5B;
		4'h6:    out_seg2 = 8'h5F;
		4'h7:    out_seg2 = 8'h70;
		4'h8:    out_seg2 = 8'h7F;
		4'h9:    out_seg2 = 8'h7B;
		4'ha:    out_seg2 = 8'h77;
		4'hb:    out_seg2 = 8'h1F;
		4'hc:    out_seg2 = 8'h4E;
		4'hd:    out_seg2 = 8'h3D;
		4'he:    out_seg2 = 8'h4F;
		4'hf:    out_seg2 = 8'h47;
		default: out_seg2 = 8'h00;
	endcase
end
endmodule
module uart_rx
#(
	parameter clks_per_bit = 217  
)
(
	input		i_clock,
	input		i_rx_uart,
	output		o_rx_dv,
	output [7:0]o_rx_byte
);
parameter	clks_mid_bit	= 108;
reg	[7:0]	r_cycle_count	= 8'h00;
reg	[2:0]	r_index			= 3'h0;
reg			r_dv			= 0;
reg	[7:0]	r_rx_byte		= 8'h00;
reg	[2:0]	r_state			= 0;
always @(posedge i_clock)
begin
	case (r_state)
		0:
		begin
			r_dv <= 0;
			r_cycle_count <= 0;
			r_index <= 0;
			if (i_rx_uart == 0)  
				r_state <= 1;
		end
		1:
		begin
			r_cycle_count <= r_cycle_count + 1;
			if (r_cycle_count == clks_mid_bit)
			begin
				if (i_rx_uart == 0)
				begin
					r_cycle_count <= 0;
					r_state <= 2;
				end
				else
					r_state = 0;
			end
		end
		2:
		begin
			r_cycle_count <= r_cycle_count + 1;
			if (r_cycle_count == clks_per_bit)
			begin
				r_cycle_count <= 0;
				r_rx_byte[r_index] <= i_rx_uart;
				if (r_index == 7)
					r_state = 3;
				r_index <= r_index + 1;
			end
		end
		3:
		begin
			r_cycle_count <= r_cycle_count + 1;
			if (r_cycle_count == clks_per_bit)
			begin
				r_cycle_count	<= 0;
				r_dv			<= 1;
				r_state			<= 0;
			end
		end
	endcase
end
assign o_rx_dv   = r_dv;
assign o_rx_byte = r_rx_byte;
endmodule
==> design/flow/run.sh <==
#!/bin/bash
# OpenROAD 26Q1-2900-gdf79404cd8, Yosys 0.63+post, stock flow scripts
make -C /OpenROAD-flow-scripts/flow DESIGN_CONFIG=/design/flow/config.mk WORK_HOME=/design/flow/orfs finish
==> results.json <==
{
  "grt.overflow.total": 0,
  "final-comb-area_um2": 1060,
  "lay_top_count": "ha_1",
  "io_buffers": 15,
  "ys.flops": 21,
  "avgViaCountPerCell": 3.97,
  "cts.sinks": 21,
  "worst_r2r_path_depth": 5,
  "cts_htree_levels": 1,
  "clk_pin_slew_ns": 0.08,
  "warnings": 47,
  "globalplace.congestion": 0.801,
  "cp-end-kind": "output pin",
  "core_um2": 9860,
  "wire_per_inst_um": 9.88,
  "crit_path_end": "o_segment1_d",
  "synth-async-reset-ratio_pct": 0,
  "p_per_area_nw_per_um2": 211,
  "r2r-start": "uart_inst.r_index[0]",
  "cts_resized": 0,
  "ant_nets": 0,
  "synth.largest_area_cell": "edfxtp_1",
  "top_area_share_pct": 35.3,
  "antenna_found_initial": 0,
  "rsz0062_at_grt": "no",
  "die_x_um": 121,
  "netlist_area_um2": 1790,
  "yosys.cell_types.count": 46,
  "die_y_um": 121,
  "hold_class": "flop to flop",
  "clk_path_buf_depth": 2,
  "drive_above_1_share_pct": 8.29,
  "ys_cells": 181,
  "path_class": "flop to output pin",
  "route.detailed.drc": 0,
  "cts_root_buffer": "clkbuf_8",
  "flop_cell": "edfxtp_1",
  "final_cell_mix": "ha_1, edfxtp_1, inv_1, clkdlybuf4s50_1, nand2_1",
  "hold_viol_final": 0,
  "fin_tns_setup_ns": 0,
  "hpwl_mm": 2.39,
  "cp_max_fo": 5,
  "syn_area_per_cell_um2": 9.86,
  "cp-startpoint": "uart_inst.r_rx_byte[4]",
  "cap_viol_max_count": 0,
  "finalCritPeriodShare_pct": 78.8,
  "hold_buffers": 0,
  "num_vias": 1294,
  "cts_buffers": 3,
  "fin_crit_ns": 2.68,
  "finalSetupViolations": 0,
  "edf_count": 21,
  "drtIter0Drc": 93,
  "fp_util_pct": 18.1,
  "grt_first_pass_wirelength_mm": 5.75,
  "chip_area_um2": 14600,
  "skew_ns": 0.00477,
  "yosys_area_um2": 1790,
  "status": "completed",
  "first_global_vias": 1256,
  "clock_latency_ns": 0.26,
  "grt_usage_pct": 4.53,
  "yosys_warnings": 3,
  "cp_data_arrival_time_ns": 2.00,
  "regToRegEndpoint": "uart_inst.r_rx_byte[4]",
  "routed_wirelength_mm": 3.22,
  "n_antenna_cell": 0,
  "syn_to_final_growth_pct": 18.4,
  "syn_inst": 181,
  "cts_tree": "yes",
  "grt_max_degree": 16,
  "critPathLaunchType": "flop",
  "required_ns": 2.72,
  "num_rows": 36,
  "drt_first_pass_iters": 4,
  "ir_drop_mv": 0.128,
  "flop_area_um2": 631,
  "ios": 21,
  "fmax_mhz": 373,
  "holdWs_ns": 0.677,
  "synthTopCellsByArea": "edfxtp_1, ha_1, inv_1",
  "seq_area_frac_synth_pct": 35.3,
  "leakage_nw": 0.785,
  "fillers": 1053,
  "post_cts_buffers": 0,
  "r2r_slack_ns": 1.37,
  "slew_viol_final": 0
}
routing by layer:
metal / track usage (%) / vias up / wire length, µm
li1: - / 679 / -
met1: 6.51 / 578 / 1670
met2: 6.80 / 33 / 1280
met3: 1.46 / 4 / 253
met4: 0.302 / 0 / 20
met5: 0 / - / 0
worst min-delay path by stage:
| stage | cells past startpoint | start | endpoint | slack (ns) |
|---|---|---|---|---|
| CTS | 1 | uart_inst.r_cycle_count[0] | uart_inst.r_cycle_count[0] | 0.69 |
| global route | 1 | uart_inst.r_rx_byte[4] | uart_inst.r_rx_byte[4] | 0.72 |
| finish | 1 | uart_inst.r_cycle_count[0] | uart_inst.r_cycle_count[0] | 0.68 |
registers in the layout, indices dropped and copies added, names as in the netlist, named ones only:
register / count
uart_inst.r_cycle_count: 8
uart_inst.r_index: 3
uart_inst.r_rx_byte: 8
uart_inst.r_state: 1
critical path, stage by stage (launching register included):
cell and delay (ns):
edfxtp_1 0.42, inv_1 0.12, ha_1 0.31, inv_1 0.04
mux4_2 0.44, clkdlybuf4s50_1 0.42
cell type report:
type,instances,share of cell area (%)
multi-input combinational,138,50.3
sequential,21,29.8
tap,133,7.87
timing repair buffer,15,7.10
inverter,15,2.66
clock buffer,3,1.95
clock inverter,1,0.237
synthesized netlist by cell type, drive strengths merged (4+ instances only):
cell type   n
a21oi       4
a31oi       8
clkbuf      4
edfxtp     21
ha         23
inv        15
mux2        4
nand2      14
nand2b      4
nand3      10
nor2        8
nor2b       5
o21ai      10
cells by family (layout without fill, tap and decap cells):
| family | after synthesis | in the layout | synth area share [%] |
|---|---|---|---|
| buffers and inverters | 22 | 34 | 5.12 |
| muxes | 8 | 8 | 5.47 |
| DFF | 21 | 21 | 35.3 |
| AOI/OAI and AO/OA | 42 | 42 | 17.1 |
| xor gates and xnor gates | 5 | 5 | 2.87 |
| and+or+nand+nor | 59 | 59 | 17.8 |
| adders and majority gates | 23 | 23 | 16.1 |
| other | 1 | 1 | 0.210 |
report_power, final:
group	internal [W]	switching [W]	total [W]
clock	0.0000816	0.0000810	0.000163
combinational	0.00000147	0.00000213	0.00000360
sequential	0.000280	0	0.000280
per-stage QoR:
| stage | total power, W | setup slack [ns] | utilization [%] | instance area [µm²] | cells |
|---|---|---|---|---|---|
| 2_1_floorplan | 0.000288 | 1.52 | - | 1790 | 181 |
| 3_3_place_gp | 0.000290 | 0.998 | 21.0 | 2070 | 322 |
| 3_5_place_dp | 0.000290 | 0.988 | 21.0 | 2070 | 322 |
| 4_1_cts | 0.000457 | 0.688 | 21.4 | 2110 | 326 |
| 5_1_grt | 0.000470 | 0.523 | 21.4 | 2110 | 326 |
| 6_report | 0.000446 | 0.721 | 21.4 | 2110 | 326 |
No activity file was given, so power comes from the tool's default toggle rates.
