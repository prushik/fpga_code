### flow/design.v
module example_2
(
	input i_switch_1,
	input i_switch_2,
	input i_switch_3,
	input i_switch_4,
	output o_segment1_a,
	output o_segment1_b,
	output o_segment1_c,
	output o_segment1_d,
	output o_segment1_e,
	output o_segment1_f,
	output o_segment1_g,
	output o_segment2_a,
	output o_segment2_b,
	output o_segment2_c,
	output o_segment2_d,
	output o_segment2_e,
	output o_segment2_f,
	output o_segment2_g
);
reg [7:0] num = 7'h00;
reg [7:0] seg_1;
reg [7:0] seg_2;
always @(posedge i_switch_1)
begin
	num = num + 1;
	if (i_switch_2 == 1'b1)
		num = num ^ 1;
	if (i_switch_3 == 1'b1)
		num = num << 1;
	if (i_switch_4 == 1'b1)
		num = 7'h00;
end
bin_to_7seg inst
(
	.in_byte(num),
	.out_seg1(seg_1),
	.out_seg2(seg_2)
);
assign o_segment1_a = ~seg_2[6];
assign o_segment1_b = ~seg_2[5];
assign o_segment1_c = ~seg_2[4];
assign o_segment1_d = ~seg_2[3];
assign o_segment1_e = ~seg_2[2];
assign o_segment1_f = ~seg_2[1];
assign o_segment1_g = ~seg_2[0];
assign o_segment2_a = ~seg_1[6];
assign o_segment2_b = ~seg_1[5];
assign o_segment2_c = ~seg_1[4];
assign o_segment2_d = ~seg_1[3];
assign o_segment2_e = ~seg_1[2];
assign o_segment2_f = ~seg_1[1];
assign o_segment2_g = ~seg_1[0];
endmodule
module bin_to_7seg
(
	input [7:0] in_byte,
	output reg [7:0] out_seg1,
	output reg [7:0] out_seg2
);
always @(*)
begin
	case(in_byte[3:0])
		4'h0:    out_seg1 = 8'h7E;
		4'h1:    out_seg1 = 8'h30;
		4'h2:    out_seg1 = 8'h6D;
		4'h3:    out_seg1 = 8'h79;
		4'h4:    out_seg1 = 8'h33;
		4'h5:    out_seg1 = 8'h5B;
		4'h6:    out_seg1 = 8'h5F;
		4'h7:    out_seg1 = 8'h70;
		4'h8:    out_seg1 = 8'h7F;
		4'h9:    out_seg1 = 8'h7B;
		4'ha:    out_seg1 = 8'h77;
		4'hb:    out_seg1 = 8'h1F;
		4'hc:    out_seg1 = 8'h4E;
		4'hd:    out_seg1 = 8'h3D;
		4'he:    out_seg1 = 8'h4F;
		4'hf:    out_seg1 = 8'h47;
		default: out_seg1 = 8'h00;
	endcase
	case(in_byte[7:4])
		4'h0:    out_seg2 = 8'h7E;
		4'h1:    out_seg2 = 8'h30;
		4'h2:    out_seg2 = 8'h6D;
		4'h3:    out_seg2 = 8'h79;
		4'h4:    out_seg2 = 8'h33;
		4'h5:    out_seg2 = 8'h5B;
		4'h6:    out_seg2 = 8'h5F;
		4'h7:    out_seg2 = 8'h70;
		4'h8:    out_seg2 = 8'h7F;
		4'h9:    out_seg2 = 8'h7B;
		4'ha:    out_seg2 = 8'h77;
		4'hb:    out_seg2 = 8'h1F;
		4'hc:    out_seg2 = 8'h4E;
		4'hd:    out_seg2 = 8'h3D;
		4'he:    out_seg2 = 8'h4F;
		4'hf:    out_seg2 = 8'h47;
		default: out_seg2 = 8'h00;
	endcase
end
endmodule
### flow/run.sh
#!/bin/bash
# OpenROAD 26Q1-2900-gdf79404cd8, Yosys 0.63+post, stock flow scripts
make -C /OpenROAD-flow-scripts/flow DESIGN_CONFIG=/design/flow/config.mk WORK_HOME=/design/flow/orfs finish
### flow/config.mk
export PLATFORM = sky130hd
export DESIGN_NAME = example_2
export DESIGN_NICKNAME = example_2
export VERILOG_FILES = /design/flow/design.v
export SDC_FILE = /design/flow/constraint.sdc
export NUM_CORES = 4
export LEC_CHECK = 1
export CORE_AREA = 10 10 92 92
export DIE_AREA = 0 0 102 102
### flow/constraint.sdc
current_design example_2

set clk_period 1.7
set clk_io_pct 0.2

create_clock -name clk0 -period $clk_period [get_ports {i_switch_1}]

set non_clock_inputs [all_inputs -no_clocks]
set_input_delay [expr $clk_period * $clk_io_pct] -clock clk0 $non_clock_inputs
set_output_delay [expr $clk_period * $clk_io_pct] -clock clk0 [all_outputs]
==> qor.yml <==
final_timing:
  worst_pin_slew_ns: 0.378
  hold_viol: 0
  fin_skew_ns: 0.00188
  setup_tns_ns: -0.353
  slew_headroom_pct: 74.8
  fmax_mhz: 545
  setup_violations: 6
  layout_setup_ws_ns: -0.136
  min_period_ns: 1.84
  rsz0062_at_grt: "true"
  slew_violations: 0
  final.period_utilization_pct: 108
layout:
  finish.instance_area_mm2: 0.00166
  largest_reg_flops: 8
  drive_gt1_share_pct: 57.6
  area_growth_pct: 73.4
  final_cells: 242
hold_path:
  min_path_type: "reg -> reg"
logic_synthesis:
  async_flop_share_pct: 0
  topCellsByArea: "ha_1, dfxtp_1, o21ai_0, clkbuf_8, mux2i_1"
  yosysSeqAreaShare_pct: 16.7
  syn_area_per_cell_um2: 8.33
  synth_area_um2: 958
  synth_stat.cells: 115
  ys_ff: 8
  syn_inst: 115
  top_area_share_pct: 18.3
  synth_top_cell_by_area: "ha_1"
  synth_cell_types: 39
  yosysChipArea_um2: 958
  edf_count: 0
  ys_warn_count: 2
  ff_type: "dfxtp_1"
route:
  ant_nets: 0
  drtIter0Drc: 49
  route.vias.total: 1012
  viasPerCell: 4.18
  wl_per_cell_um: 10.7
  drt_wl_total_mm: 2.58
  firstDrtPassIters: 3
  drc: 0
  diodes: 0
global_route:
  antenna_found_initial: 0
  grt_overflow: 0
  grt_pass1_wl_mm: 3.95
  grt_pass1_vias: 861
  grt_max_degree: 16
  grt_usage_pct: 4.35
placed_design:
  post_dp_cell_area_mm2: 0.00136
  place_congestion: 0.874
  dpl.hpwl_mm: 1.82
  portBuffers: 17
  post-place-ws_ns: -0.279
  dp_cells: 229
pwr:
  p_comb_share_pct: 38.9
  p_leak_nw: 0.665
  switching_power_mw: 0.198
  power.internal_mw: 0.518
  clkPwrFrac_pct: 30.0
  sw_frac_of_total_pct: 27.7
  ir_drop_mv: 0.188
  seqPwrFrac_pct: 31.1
  power_density_mw_per_mm2: 431
floorplan:
  die_h_um: 102
  num_rows: 29
  core_area_mm2: 0.00646
  boundaryPins: 18
  fp_util_pct: 14.8
  chipArea_mm2: 0.0104
  fp.dieW_um: 102
clock_network:
  clk_path_buf_depth: 2
  clockRootBuffer: "clkbuf_8"
  cts_made_buffers: 3
  clkTransAtPathRegs_ns: 0.04
  cts_hold_buf: 0
  ctsHtreeMaxLevel: 1
  clk_latency_ns: 0.22
  cts_tree: "done"
  clkSinkCount: 8
run_status:
  outcome: "complete, but fails checks"
  violations: "setup timing"
critical_path:
  crit_arrival_ns: 1.50
  critPathMaxFanout: 4
  required_ns: 1.36
  crit_type: "reg -> out"
  end_kind: "output pin"
  worstSetupStartpointType: "flip-flop"
flow_run:
  tool_warnings: 39
  max_cap_violations: 0
-- critical path, cell delays in order (launching register included) --
cell	delay [ns]
dfxtp_4	0.36
inv_4	0.05
ha_4	0.27
inv_2	0.03
mux4_2	0.44
buf_2	0.13
-- logic make-up after synthesis --
| logic type | after synthesis | share of synthesized area, % |
|---|---|---|
| flip-flops | 8 | 16.7 |
| buffers and inverters | 15 | 10.3 |
| adder cells (fa/ha/maj) | 14 | 18.3 |
| XOR/XNOR | 5 | 4.57 |
| AND/OR/NAND/NOR | 37 | 21.3 |
| AND-OR/OR-AND | 30 | 21.1 |
| multiplexers | 6 | 7.70 |
-- metrics by stage --
stage | util, % | total power [mW] | hold slack, ns
6_report | 25.7 | 0.716 | 0.697
5_1_grt | 25.7 | 0.761 | 0.719
4_1_cts | 23.2 | 0.685 | 0.671
3_5_place_dp | 21.1 | 0.448 | 0.652
3_3_place_gp | 21.1 | 0.448 | 0.652
2_1_floorplan | - | 0.325 | 0.560
-- path summary, 6_finish.rpt --
path | cells after the start | start | slack (ns) | to
worst max-delay path | 5 | num[4] | -0.14 | o_segment1_d
worst min-delay path | 3 | num[4] | 0.70 | num[5]
worst max register to register | 4 | num[3] | 0.21 | num[7]
worst min register to register | 3 | num[4] | 0.70 | num[5]
-- power by group through the flow --
stage                 clock (mW)  sequential [mW]  combinational [mW]
final                      0.214            0.222               0.279
after global routing       0.230            0.225               0.306
after CTS                  0.221            0.218               0.245
-- cell usage after synthesis, types with 2 or more instances --
library cell / count
xnor2_1: 3
o31ai_1: 3
o21a_1: 2
dfxtp_1: 8
a211oi_1: 2
inv_1: 7
nor2b_1: 4
o21ai_0: 9
a21oi_1: 3
nand3_1: 8
clkbuf_8: 3
nand2_1: 6
xor2_1: 2
nand4_1: 2
clkbuf_1: 2
nor2_1: 4
nand2b_1: 2
and2_1: 3
o211ai_1: 5
a2111o_1: 2
mux2i_1: 4
ha_1: 14
-- final cells by class --
| cell class | count | area [um2] |
|---|---|---|
| clock buffers | 3 | 41.3 |
| fillers | 655 | 4800 |
| well taps | 77 | 96.3 |
| multi-input cells | 92 | 888 |
| inverters | 7 | 36.3 |
| repair buffers | 55 | 423 |
| flip-flops and latches | 8 | 176 |
-- cells in the final DEF, fill, tap and decap left out, types with 2 or more instances in the layout --
cell,n
a2111o_1,2
inv_4,4
nand3_1,8
nand4_1,2
clkbuf_2,6
ha_1,4
o21ai_2,2
a21oi_1,2
xnor2_1,3
clkbuf_8,3
nor2_1,4
buf_2,7
nand2_1,3
dfxtp_4,3
o211ai_1,5
nor2b_2,2
o21ai_1,7
buf_6,9
mux2i_1,4
clkdlybuf4s50_1,3
inv_1,2
o31ai_1,2
and2_1,2
xor2_1,2
o21a_1,2
buf_4,29
nand2_2,2
ha_4,10
dfxtp_2,4
-- metal layers --
metal | global-route usage (%) | share of wire [%] | vias to the layer above | routed length, um
li1 | - | - | 513 | -
met1 | 5.77 | 48 | 489 | 1240
met2 | 7.26 | 48 | 8 | 1240
met3 | 0.954 | 3.4 | 2 | 87
met4 | 0.542 | 0.39 | 0 | 10
met5 | 0 | 0 | - | 0
-- repair_timing --
action,4_1_cts,5_1_grt
setup endpoints to repair,14,14
pin swaps,6,16
gates resized,73,37
setup buffers,2,8
Power is estimated from default activity; no workload was simulated.
